## design/flow/design.v

```verilog
module D_ff_AR (input D, clock, reset, output Q);
reg Q;
always@(posedge clock,negedge reset)
	if(!reset)
		Q<=1'b0;
	else
		Q<=D;
endmodule
module Lab3_Sequence_Recognizer_structure (input x, clock, reset, output z);
wire [2:0]ff;
wire D1,D2,D3;
assign D1=((ff[2]&~x)|(~ff[0]&x)|(ff[1]&ff[0]&~x));
assign D2=((ff[1]&~x)|(ff[0]&x)|(ff[2]&ff[0])|(ff[2]&ff[1]));
assign D3=((~ff[2]&~ff[0]&~x)|(ff[2]&~ff[1]&~ff[0]&~x)|(~ff[2]&~ff[1]&ff[0]&~x));
assign z=~ff[2]&ff[1]&~ff[0]&~x;
D_ff_AR ffA(D1,clock,reset,ff[2]);
D_ff_AR ffB(D2,clock,reset,ff[1]);
D_ff_AR ffC(D3,clock,reset,ff[0]);
endmodule
```

## design/flow/run.sh

```bash
#!/bin/bash
# OpenROAD 26Q1-2900-gdf79404cd8, Yosys 0.63+post, stock flow scripts
make -C /OpenROAD-flow-scripts/flow DESIGN_CONFIG=/design/flow/config.mk WORK_HOME=/design/flow/orfs finish
```

## design/flow/config.mk

```make
export PLATFORM = sky130hd
export DESIGN_NAME = Lab3_Sequence_Recognizer_structure
export DESIGN_NICKNAME = Lab3_Sequence_Recognizer_structure
export VERILOG_FILES = /design/flow/design.v
export SDC_FILE = /design/flow/constraint.sdc
export NUM_CORES = 4
export LEC_CHECK = 1
export CORE_AREA = 10 10 70 70
export DIE_AREA = 0 0 80 80
```

## design/flow/constraint.sdc

```tcl
current_design Lab3_Sequence_Recognizer_structure

set clk_period 1.1
set clk_io_pct 0.2

create_clock -name clk0 -period $clk_period [get_ports {clock}]

set non_clock_inputs [all_inputs -no_clocks]
set_input_delay [expr $clk_period * $clk_io_pct] -clock clk0 $non_clock_inputs
set_output_delay [expr $clk_period * $clk_io_pct] -clock clk0 [all_outputs]
```

==> reports/metrics.yaml <==
fin_util: 0.0839
drc: 0
place_area_um2: 254
detail_route.iter0.violations: 6
path_max_fanout: 2
overflow: 0
clock_power_share: 0.303
cts_sinks: 3
slew_violations: 0
synthArstFlopShare: 1.00
crit_chain: "nor4b_2, buf_2"
num_rows: 21
fill_cells: 408
warnings: 27
grt.total_usage: 0.0111
synth_top_cell_by_count: "dfrtp_1"
routabilityCongestion: 0.603
post_drt_wl_per_cell_um: 5.67
cp_data_required_time_ps: 880
first_pass_iters: 2
peakVddDrop_v: 0.000266
endpoint_kind: "output pin"
p_comb_frac: 0.399
htreeDepth: 1
synth.top_cell.area_share: 0.550
critPathKind: "reg2out"
hold_class: "in2async"
p_switching_w: 0.000191
status: "complete, but fails checks"
skew_ps: 1.13
num_vias: 117
ys_warn_count: 1
hpwl_um: 279
power_density_mw_per_mm2: 2270
rsz0062_at_grt: "true"
slowest_stage: "dfrtp_1"
grt_first_pass_wirelength_um: 489
syn-cell-area_um2: 136
violations: "negative setup slack"
ys_types: 8
yosys_area_um2: 136
root_buffer: "clkbuf_4"
finalHoldViolCount: 0
die_y_um: 80
hold_buffers: 0
ys_cells: 10
antenna-diode-count: 0
synth.avg_cell_area_um2: 13.6
clock.fmax_ghz: 0.822
switching_share: 0.294
ys.flop_type: "dfrtp_1"
io_pins: 4
seq_area_um2: 75.1
ys_seq_share: 0.550
ant_nets: 0
maxCapViolations: 0
fin_crit_ps: 1220
p_seq_frac: 0.298
grt_pass1_vias: 115
finalSetupTns_ps: -116
die-width_um: 80
die_area_mm2: 0.00640
slowest_delay_ps: 380
totalWireLength_um: 380
worst_slew_pin_slew_ps: 187
grt_max_degree: 6
post_cts_buffers: 0
fp_util: 0.0399
cts.path.max_buffers: 2
startpoint_type: "register"
top_cells_by_area: "dfrtp_1, mux2_4, maj3_1"
io_buffers: 3
final_area_um2: 287
clk_latency_ps: 240
areaGrowthSynthToFinish_pct: 110
fin_ws_ps: -116
internal_power_w: 0.000459
mi_logic_area_um2: 70.1
fin_crit_sh: 1.11
finalSetupViolations: 1
enable_flop_cells: 0
synthCells: 10
vias_per_cell: 1.75
leakage_nw: 0.108
ys_ff: 3
crit_arrival_ps: 1000
relSlewSlack: 0.875
path_clk_slew_ps: 40
drive_above_1_share: 0.524
top_area_cell: "dfrtp_1"
cts_tree: "yes"
coreArea_mm2: 0.00342
antenna_found_initial: 0
cts_made_buffers: 3
-- flip-flops by register name, summed over array words and instances, names as in the netlist --
name   count
ffA.Q      1
ffB.Q      1
ffC.Q      1
-- worst paths after layout --
kind | cells past startpoint | startpoint | slack (ps) | endpoint
worst max-delay path | 2 | ffA.Q | -120 | z
worst min-delay path | 1 | reset | 160 | ffA.Q
worst max register to register | 3 | ffB.Q | 20 | ffB.Q
worst min register to register | 2 | ffC.Q | 600 | ffA.Q
max in group asynchronous | 1 | reset | 800 | ffC.Q
min in group clk0 | 3 | x | 440 | ffC.Q
-- timing repair --
item / 4_1_cts / 5_1_grt
setup endpoints to repair: 2 / 3
gates resized: 5 / 2
pin swaps: 1 / 0
endpoints found under the hold margin: 0 / 0
-- power groups by stage --
stage	clock network, W	registers [W]	logic [W]
4_1_cts	0.000208	0.000189	0.000243
5_1_grt	0.000221	0.000197	0.000279
6_report	0.000197	0.000193	0.000260
-- area by class of cell --
class	instances	area share
Sequential cell	3	0.262
Multi-Input combinational cell	7	0.245
Timing Repair Buffer	7	0.201
Tap cell	46	0.201
Clock buffer	4	0.0917
-- routing by layer --
layer / vias up / track usage / routed length (µm)
li1: 60 / - / -
met1: 48 / 0.0120 / 171
met2: 6 / 0.0112 / 125
met3: 3 / 0.0125 / 52
met4: 0 / 0.00880 / 30
met5: - / 0 / 0
-- kinds of logic after synthesis --
| logic type | synth area share |
|---|---|
| AND-OR/OR-AND | 0.101 |
| adder cells (fa/ha/maj) | 0.0734 |
| flip-flops | 0.550 |
| multiplexers | 0.183 |
| AND/OR/NAND/NOR | 0.0917 |
-- worst max-delay path, delay by kind of cell (launching register included) --
family / cells / cell delay, ps
flops: 1 / 380
simple gates: 1 / 250
buf+inv: 1 / 130
-- placed cells by master, fill, tap and decap left out --
cell type,n
clkdlybuf4s50_1,1
mux2_4,1
dfrtp_1,3
nor2_2,1
buf_2,1
buf_6,1
dlygate4sd2_1,1
nor4b_2,1
a21oi_1,1
buf_4,3
o22a_1,1
maj3_1,1
mux2i_1,1
clkbuf_1,1
clkbuf_4,3
-- metrics by stage --
step	hold slack (ps)	total power, W	cells	setup WS [ps]
4_1_cts	160	0.000641	67	-127
3_3_place_gp	410	0.000415	63	-632
2_1_floorplan	-75.6	0.000305	10	162
6_report	163	0.000650	67	-116
3_5_place_dp	414	0.000430	63	-602
5_1_grt	157	0.000697	67	-156
Power is estimated from default activity; no workload was simulated.
